$ cat run.sh
#!/bin/bash
# OpenROAD 26Q1-2900-gdf79404cd8, Yosys 0.63+post, stock flow scripts
make -C /OpenROAD-flow-scripts/flow DESIGN_CONFIG=/design/flow/config.mk WORK_HOME=/design/flow/orfs finish
$ cat config.mk
export PLATFORM = sky130hd
export DESIGN_NAME = Bus
export DESIGN_NICKNAME = Bus
export VERILOG_FILES = /design/flow/design.v
export SDC_FILE = /design/flow/constraint.sdc
export NUM_CORES = 4
export LEC_CHECK = 1
export CORE_AREA = 10 10 72 72
export DIE_AREA = 0 0 82 82
$ cat constraint.sdc
current_design Bus

set clk_period 3.1
set clk_io_pct 0.2

create_clock -name clk0 -period $clk_period

set non_clock_inputs [all_inputs -no_clocks]
set_input_delay [expr $clk_period * $clk_io_pct] -clock clk0 $non_clock_inputs
set_output_delay [expr $clk_period * $clk_io_pct] -clock clk0 [all_outputs]
$ cat design.v
module Bus(input[2:0] select , input[15:0] in1 , 
		input[15:0] in2 , input[15:0] in3 , input[15:0] in4 ,
		 input[15:0] in5 , input[15:0] in6 , input[15:0] in7 ,
		 output [15:0] out);
reg[15:0] tmp = 0;
always @*
begin
case(select)
	1: tmp<= in1; 
	2: tmp<= in2; 
	3: tmp<= in3; 
	4: tmp<= in4; 
	5: tmp<= in5; 
	6: tmp<= in6; 
	7: tmp<= in7; 
	default: tmp<= 16'hz;
endcase
end
assign out = tmp;
endmodule
==> flow_metrics.tcl <==
# yosys + openroad results
set metrics [dict create \
    regArea_um2 0 \
    io_pins 131 \
    critPathBufInv 4 \
    crit_family "buffers and inverters" \
    yosysUniqueCellTypes 18 \
    design.seq.count 0 \
    cellPowerDensity_nw_per_um2 136 \
    setup_viol 0 \
    worst-path-stages 6 \
    die_w_um 82 \
    synthCells 134 \
    tool_warnings 33 \
    tns_ns 0 \
    syn_area_um2 971 \
    cp_slowest_cell "clkdlybuf4s50_1" \
    p_leak_nw 0.986 \
    crit_fanout 5 \
    worstPathCellList "clkdlybuf4s50_1, buf_4, or2_1, buf_4, o22a_1, clkdlybuf4s50_1" \
    area_growth_pct 143 \
    antenna_found_initial 0 \
    synth.most_common_cell "mux2i_1" \
    slew_headroom 0.711 \
    synth_seq_share 0 \
    dr.first_iter.drc_count 24 \
    core-area_um2 3690 \
    timing.final.max_slew_violations 0 \
    vias 1482 \
    top_cells_by_area "mux2i_1 (30%), a21oi_1 (11%), mux4_2 (9.3%)" \
    cp-end-kind "output pin" \
    grt_max_degree 20 \
    track_usage 0.138 \
    path_class "input port to output pin" \
    wire_per_inst_um 16.2 \
    ys_warn_count 2 \
    worstSetupStartpointType "input port" \
    grt_pass1_vias 1540 \
    status "complete, no violations" \
    drcViolationCount 0 \
    worstHoldStart "select[0]" \
    whs_ns 2.20 \
    hold_viol_final 0 \
    gp_congestion 0.823 \
    initCoreUtil 0.263 \
    fp.dieH_um 82 \
    dpl.cell_count 312 \
    yosys_cells 134 \
    hold_depth 5 \
    firstDrtPassIters 4 \
    syn_avg_cell_area_um2 7.25 \
    port_buffers 131 \
    synthTopCellsByCount "mux2i_1 (29), a21oi_1 (22), o22ai_1 (14), inv_1 (10), o22a_1 (9)" \
    finalWirelength_um 5070 \
    antenna_cells 0 \
    overflow 0 \
    yosysTopAreaCell "mux2i_1" \
    clock_buffers 0 \
    dieArea_um2 6720 \
    hpwl_um 4570 \
    top_area_frac 0.299 \
    crit_arrival_ns 2.33 \
    peakVddDrop_v 0.0000628 \
    clock.fmax_ghz 0.339 \
    ys_area_um2 971 \
    tightestPinTransition_ns 0.434 \
    drive_above_1_share 0.0682 \
    ant_nets 0 \
    grt_setup_unrepaired "no" \
    cp-startpoint "select[1]" \
    fin_crit_sh 0.951 \
    maxCapViolations 0 \
    fin_cells 312 \
    period_needed_ns 2.95 \
    slowest_delay_ns 0.47 \
    worstPathRequired_ns 2.48 \
    grt_pass1_wl_um 7470 \
    min_path_type "input port to output pin" \
    rows 22 \
    vias_per_cell 4.75 \
]
==> cells by family (layout without fill, tap and decap cells) <==
| group | after synthesis | count (layout) | share of synthesized area |
|---|---|---|---|
| mux | 36 | 36 | 0.427 |
| simple gates | 20 | 20 | 0.0954 |
| buf+inv | 24 | 154 | 0.135 |
| compound gates | 54 | 54 | 0.343 |
==> what timing repair did <==
item,CTS,global route
endpoints found under the setup margin,0,10
endpoints found under the hold margin,0,0
resized,0,3
setup buffers,0,0
hold buffers,0,0
==> metrics by stage <==
stage | utilization | area [um2] | total power [mW] | setup WS, ns
after floorplan | - | 971 | 0.109 | 1.09
after global placement | 0.638 | 2350 | 0.324 | 0.0660
after detailed placement | 0.638 | 2350 | 0.323 | 0.0452
after CTS | 0.638 | 2350 | 0.325 | 0.0424
after global routing | 0.641 | 2360 | 0.349 | 0.0502
final | 0.641 | 2360 | 0.321 | 0.152
==> path summary, 6_finish.rpt <==
check	slack, ns	end
worst max-delay path	0.15	out[13]
worst min-delay path	2.20	out[12]
==> cell type report <==
| cell class | instances | area [um2] |
|---|---|---|
| fillers | 340 | 1330 |
| inverters | 10 | 37.5 |
| multi-input cells | 110 | 840 |
| well taps | 48 | 60.1 |
| repair buffers | 144 | 1430 |
==> layer usage <==
metal  share of wire  track usage
met5               0            0
met4               0            0
met3            0.11       0.0573
met2            0.49        0.247
met1            0.39        0.160
==> cells in the final DEF (no fill, tap or decap), types with 2 or more instances in the layout <==
| cell | netlist | layout |
|---|---|---|
| mux2_1 | 3 | 3 |
| o22ai_1 | 14 | 14 |
| a21oi_1 | 22 | 22 |
| o21ai_1 | 4 | 4 |
| nor2_1 | 6 | 6 |
| nand2_1 | 7 | 7 |
| inv_1 | 10 | 10 |
| a32oi_1 | 3 | 3 |
| o21ai_0 | 2 | 2 |
| nand2b_1 | 6 | 6 |
| buf_4 | 3 | 10 |
| clkdlybuf4s50_1 | 0 | 129 |
| mux2i_1 | 29 | 29 |
| mux4_2 | 4 | 4 |
| buf_6 | 3 | 2 |
| o22a_1 | 9 | 9 |
==> where the power goes <==
group,switching [mW],internal [mW]
Sequential,0,0
Combinational,0.0884,0.233
Clock,0,0
Total,0.0884,0.233
Power is estimated from default activity; no workload was simulated.
