==> /design/flow/design.v <==
module alu(
		input [2:0] opcode,
		input [15:0] ac,dr,
		input [7:0] inpr,
		input ei,
		output [15:0] res,
		output eo
    );
	 reg [16:0] dat = 0;
	 assign eo = (opcode==3'b110) ? ac[0] : 
					 (opcode==3'b111) ? ac[15] :
					 dat[16];
	 always@*
		case(opcode)
		1 : dat <= ac & dr;
		2 : dat <= ac + dr;
		3 : dat <= dr;
		4 : dat <= inpr;
		5 : dat <= ~ac;
		6 : dat <= {{ei},{ac[15:1]}};	 
		7 : dat <= {{ac[14:0]},{ei}};	 
		default : dat <= 17'bz;
		endcase
	 assign res = dat[15:0];
endmodule
==> /design/flow/run.sh <==
#!/bin/bash
# OpenROAD 26Q1-2900-gdf79404cd8, Yosys 0.63+post, stock flow scripts
make -C /OpenROAD-flow-scripts/flow DESIGN_CONFIG=/design/flow/config.mk WORK_HOME=/design/flow/orfs finish
==> /design/flow/config.mk <==
export PLATFORM = sky130hd
export DESIGN_NAME = alu
export DESIGN_NICKNAME = alu
export VERILOG_FILES = /design/flow/design.v
export SDC_FILE = /design/flow/constraint.sdc
export NUM_CORES = 4
export LEC_CHECK = 1
export CORE_AREA = 10 10 100 100
export DIE_AREA = 0 0 110 110
==> /design/flow/constraint.sdc <==
current_design alu

set clk_period 10.4
set clk_io_pct 0.2

create_clock -name clk0 -period $clk_period

set non_clock_inputs [all_inputs -no_clocks]
set_input_delay [expr $clk_period * $clk_io_pct] -clock clk0 $non_clock_inputs
set_output_delay [expr $clk_period * $clk_io_pct] -clock clk0 [all_outputs]
==> results.sh <==
# implementation run metrics
export IMPL_status="finished, final reports clean"
export IMPL_netlist_area_sq_um=1780
export IMPL_postRouteAntennaNets=0
export IMPL_die_w_microns=110
export IMPL_nClkBuffers=0
export IMPL_tool_warnings=32
export IMPL_period_used_pct=67.2
export IMPL_startpoint="ac[0]"
export IMPL_die_y_microns=110
export IMPL_fin_setup_tns_ns=0
export IMPL_flop_count=0
export IMPL_synth_seq_share_pct=0
export IMPL_overflow=0
export IMPL_ys_cells=262
export IMPL_yosysUniqueCellTypes=57
export IMPL_core_area_sq_um=7810
export IMPL_worstPathArrival_ns=4.90
export IMPL_post_cts_buffers=0
export IMPL_yosys_stat_area_sq_um=1780
export IMPL_dp_hpwl_microns=5090
export IMPL_drt_iter0_markers=130
export IMPL_finalHoldViolCount=0
export IMPL_maxSlewViolCount=0
export IMPL_endpoint="res[14]"
export IMPL_lay_top_cells="clkdlybuf4s50_1, a21oi_1, o21ai_0"
export IMPL_worstSetupPathType="primary input to primary output"
export IMPL_regArea_sq_um=0
export IMPL_grtUsageTotal_pct=10.3
export IMPL_cp_max_fo=4
export IMPL_core_rowCount=32
export IMPL_synth_cells=262
export IMPL_fin_area_sq_um=2450
export IMPL_grt_pass1_vias=2079
export IMPL_endpoint_kind="primary output"
export IMPL_n_antenna_cell=0
export IMPL_max_clock_freq_ghz=0.143
export IMPL_peakVddDrop_v=0.0000155
export IMPL_critPathLaunchType="primary input"
export IMPL_required_ns=8.32
export IMPL_maxSlewHeadroom_pct=59.7
export IMPL_yosysWarnings=2
export IMPL_synthTopCellsByArea="ha_1, a21oi_1, mux2i_1, o21ai_0, nand2_1"
export IMPL_drive_above_1_share_pct=6.47
export IMPL_io_buffer_count=61
export IMPL_antenna_found_initial=0
export IMPL_synth_avg_cell_area_sq_um=6.78
export IMPL_boundaryPins=61
export IMPL_cts_resized_gates=0
export IMPL_dieArea_sq_um=12100
export IMPL_finalWirelength_microns=6380
export IMPL_post_dp_cell_area_sq_um=2450
export IMPL_gp_congestion=0.851
export IMPL_max_cap_violations=0
export IMPL_min_path_type="primary input to primary output"
export IMPL_finalSetupViolCount=0
export IMPL_routedWlPerCell_microns=15.5
export IMPL_power_leakage_nw=0.938
export IMPL_grt_pass1_wl_microns=10300
export IMPL_syn2layout_area_growth_pct=37.9
export IMPL_drt_pass1_iterations=4
export IMPL_largest_area_cell="ha_1"
export IMPL_vias_per_cell=5.11
export IMPL_power_density_nw_per_um2=52.1
export IMPL_initCoreUtil_pct=22.7
export IMPL_rsz0062_at_grt="false"
export IMPL_lay_top_count="clkdlybuf4s50_1"
export IMPL_yosysTopAreaCellShare_pct=11.3
export IMPL_vias=2102
export IMPL_drc=0
export IMPL_cts_hold_repair_buffers=0
export IMPL_grt_max_degree=47
export IMPL_tightest_slew_ns=0.603
export IMPL_fin_crit_ns=6.98
==> where the power goes <==
group / total, mW / internal (mW) / switching [mW] / leakage, nW
logic: 0.128 / 0.0675 / 0.0602 / 0.938
registers: 0 / 0 / 0 / 0
clock network: 0 / 0 / 0 / 0
total: 0.128 / 0.0675 / 0.0602 / 0.938
==> cell type report <==
cell class	instances	area [sq um]
Inverter	7	26.3
Multi-Input combinational cell	238	1670
Fill cell	835	5360
Timing Repair Buffer	64	628
Tap cell	102	128
==> metal layers <==
layer	GRT usage, %	up-vias	wire (microns)
li1	-	1101	-
met2	17.6	36	3150
met3	0.999	2	190
met5	0	-	0
met1	14.4	963	3030
met4	0.186	0	9
==> stage by stage <==
step	util, %	std cells	hold WS, ns	power [mW]	setup slack (ns)
final	31.4	411	5.24	0.128	3.42
after floorplan	-	262	4.34	0.0751	4.61
after global routing	31.4	411	5.33	0.142	3.26
after global placement	31.4	411	5.24	0.128	3.44
after CTS	31.4	411	5.25	0.129	3.40
after detailed placement	31.4	411	5.25	0.128	3.40
==> cell families after synthesis <==
logic type | synth area share [%]
buf+inv | 6.13
xor+xnor | 5.43
simple gates | 20.7
fa+ha+maj | 12.4
mux | 14.7
compound gates | 40.7
==> synth_stat cells, drive strengths merged (3+ instances only) <==
cell and instances:
o2bb2ai 4, xor2 3, clkbuf 8, buf 9, ha 16, inv 7, nand2 22, o211ai 4
mux2i 17, mux4 3, nor3 6, a221oi 5, and3 4, a211oi 3, o21ai 29, nand3 8
o22ai 6, and2b 3, nor2 21, a21o 5, xnor2 8, a21oi 40
==> critical path, cell delays in order <==
cell	delay, ns
clkdlybuf4s50_1	0.51
ha_1	0.23
inv_1	0.07
fa_1	0.38
and2b_4	0.27
o2111ai_2	0.13
nand2_2	0.14
a21oi_1	0.10
or4_1	0.40
nand3_1	0.12
clkdlybuf4s50_1	0.48
==> worst min-delay path by stage <==
stage,start,endpoint,slack (ns),cells after the start
final,opcode[2],res[0],5.24,5
after CTS,opcode[2],res[0],5.25,5
after global routing,opcode[2],res[3],5.33,5
Power and IR drop assume default switching activity.
