File: flow/design.v
module register #(parameter n=16)
	(
    input inc,load,clr,clk,
    input [n-1:0] in_data,
    output [n-1:0] out_data
    );
	reg [n-1:0] tmp;
	assign out_data = tmp;
	always@(posedge clk)
		if(clr)
			tmp <= 0;
		else if(inc)
			tmp <= tmp + 1;
		else if(load)
			tmp <= in_data;
endmodule
File: flow/run.sh
#!/bin/bash
# OpenROAD 26Q1-2900-gdf79404cd8, Yosys 0.63+post, stock flow scripts
make -C /OpenROAD-flow-scripts/flow DESIGN_CONFIG=/design/flow/config.mk WORK_HOME=/design/flow/orfs finish
File: flow/config.mk
export PLATFORM = sky130hd
export DESIGN_NAME = register
export DESIGN_NICKNAME = register
export VERILOG_FILES = /design/flow/design.v
export SDC_FILE = /design/flow/constraint.sdc
export NUM_CORES = 4
export LEC_CHECK = 1
export CORE_AREA = 10 10 80 80
export DIE_AREA = 0 0 90 90
File: flow/constraint.sdc
current_design register

set clk_period 2.9
set clk_io_pct 0.2

create_clock -name clk0 -period $clk_period [get_ports {clk}]

set non_clock_inputs [all_inputs -no_clocks]
set_input_delay [expr $clk_period * $clk_io_pct] -clock clk0 $non_clock_inputs
set_output_delay [expr $clk_period * $clk_io_pct] -clock clk0 [all_outputs]
==> impl_metrics.toml <==
# synthesis and place-and-route metrics
[synthesis]
synthArstFlopShare = 0
numSynthFlops = 16
ys_seq_frac = 0.337
synth-main-ff-cell = "dfxtp_1"
syn-mean-instance-area_um2 = 7.85
synth.cell_area_um2 = 950
synthCells = 121
ys_chip_area_um2 = 950
synth-edff-count = 0
yosys_warnings = 1
synth_cell_types = 37
ys_cells = 121

[floorplan]
dieArea_um2 = 8100
die_x_um = 90
num_rows = 25
core-area_um2 = 4720
die_h_um = 90
io_pins = 36
fp_util = 0.201

[final_layout]
reg.largest.list = "tmp (16)"
fill_cells = 517
comb_area_um2 = 581
lay_top_cells = "clkdlybuf4s50_1 (35), dfxtp_1 (16), nor2_1 (13)"
drive_above_1_share = 0.0962
final_cell_area_um2 = 1420
area_growth_pct = 49.1
largest_reg_flops = 16
layout.cells.most_common = "clkdlybuf4s50_1"
regMostFlops = "tmp"
register_area_um2 = 320

[critical_path]
critPathLaunchType = "primary input"
cp.required_ns = 3.06
critPathKind = "primary input to flip-flop"
cp_data_arrival_time_ns = 2.37
crit_path_max_fanout = 18
endpoint_kind = "flip-flop"

[clock_network]
clock-sinks = 16
cts_tree = "built"
path_clk_slew_ns = 0.07
cts_made_buffers = 3
cts-root-buf = "clkbuf_8"
ctsResizeCount = 0
htreeDepth = 1
clk_path_buf_depth = 2
insertion_delay_ns = 0.25
hold_buffers = 0
cts_setup_buffers = 0

[detailed_routing]
drt_iter0_markers = 141
wl_per_cell_um = 13.8
wirelength_um = 3080
first_pass_iters = 4
num_antenna_cells = 0
via_per_inst = 4.62
vias = 1031
ant_nets = 0
drc = 0

[placed_design]
placed_area_um2 = 1360
io_buffers = 35
hpwl_um = 2400
place.gp.congestion = 0.863

[grt]
grt_pass1_vias = 972
grt_max_degree = 19
grt_overflow = 0
grt_pass1_wl_um = 4970
grt_antenna_before_repair = 0
gr-usage-all-layers = 0.0730

[flow_run]
warnings = 25
cap_violations = 0

[sta]
max_freq_mhz = 453
hold_viol = 0
grt_setup_unrepaired = "false"
finalClockPeriodUsage = 0.762
relSlewSlack = 0.604
worstMarginPinSlew_ns = 0.591
fin_skew_ns = 0.00239
setup_viol_count_final = 0
finalCriticalPeriod_ns = 2.21
setup_tns_ns = 0
finalMaxSlewViolations = 0

[pwr]
power_density_nw_per_um2 = 393
ir_drop_mv = 0.151
total_leakage_power_nw = 0.435

[hold_path]
hold_class = "flip-flop to flip-flop"

[status]
status = "complete, no violations"
-- path summary, 6_finish.rpt --
path | startpoint | end | slack (ns) | cells after the start
min | tmp[12]$_SDFFE_PP0P_ | tmp[12]$_SDFFE_PP0P_ | 0.52 | 2
max reg2reg | tmp[2]$_SDFFE_PP0P_ | tmp[15]$_SDFFE_PP0P_ | 0.87 | 4
max | inc | tmp[10]$_SDFFE_PP0P_ | 0.69 | 5
min reg2reg | tmp[12]$_SDFFE_PP0P_ | tmp[12]$_SDFFE_PP0P_ | 0.52 | 2
-- layer usage --
| metal | routed length (µm) | share of wire | track usage |
|---|---|---|---|
| met1 | 1480 | 0.48 | 0.102 |
| met2 | 1360 | 0.44 | 0.108 |
| met3 | 234 | 0.076 | 0.0285 |
| met4 | 10 | 0.0032 | 0.00531 |
| met5 | 0 | 0 | 0 |
-- worst max-delay path, stage by stage --
cell,delay [ns]
clkdlybuf4s50_1,0.81
nand4_1,0.22
nor3_1,0.39
a211oi_1,0.13
nor4_1,0.24
-- cell usage after synthesis, types with 2 or more instances --
master | count | area, µm²
nor2b_1 | 3 | 18.8
nand2_1 | 9 | 33.8
o21ai_0 | 4 | 20.0
clkbuf_1 | 3 | 11.3
buf_4 | 2 | 15.0
nand4_1 | 5 | 31.3
a31oi_1 | 4 | 25.0
inv_1 | 3 | 11.3
nor3_1 | 5 | 25.0
nor2_1 | 13 | 48.8
a211oi_1 | 4 | 30.0
nor4_1 | 5 | 31.3
nand3_2 | 2 | 20.0
or2_2 | 2 | 12.5
nand2b_1 | 2 | 12.5
dfxtp_1 | 16 | 320
a21oi_1 | 11 | 55.1
nand3_1 | 6 | 30.0
a31o_2 | 2 | 17.5
a22oi_1 | 3 | 22.5
-- area by class of cell --
| cell class | instances | share of cell area |
|---|---|---|
| Multi-Input combinational cell | 96 | 0.410 |
| Timing Repair Buffer | 37 | 0.258 |
| Sequential cell | 16 | 0.226 |
| Tap cell | 67 | 0.0592 |
| Clock buffer | 4 | 0.0389 |
| Inverter | 3 | 0.00795 |
-- through the flow --
stage / util / std cells / hold slack (ns) / power (mW) / worst slack [ns]
floorplan: - / 121 / 0.458 / 0.296 / 1.16
global placement: 0.288 / 219 / 0.515 / 0.364 / 0.479
detailed placement: 0.288 / 219 / 0.524 / 0.364 / 0.422
CTS: 0.300 / 223 / 0.534 / 0.565 / 0.682
global route: 0.300 / 223 / 0.557 / 0.590 / 0.511
finish: 0.300 / 223 / 0.525 / 0.557 / 0.690
-- power by group --
part	internal [mW]	leakage [nW]	switching, mW	total [mW]
logic	0.0652	0.275	0.0368	0.102
clock network	0.120	0.0288	0.0792	0.200
registers	0.233	0.132	0.0216	0.255
total	0.419	0.435	0.138	0.557
-- cell families (layout without fill, tap and decap cells) --
| group | Yosys count | in the layout | synth area share |
|---|---|---|---|
| flip-flops | 16 | 16 | 0.337 |
| adder cells (fa/ha/maj) | 1 | 1 | 0.0132 |
| AND/OR/NAND/NOR | 57 | 57 | 0.323 |
| AND-OR/OR-AND | 37 | 37 | 0.265 |
| multiplexers | 1 | 1 | 0.0105 |
| buffers and inverters | 9 | 44 | 0.0514 |
No activity file was given, so power comes from the tool's default toggle rates.
